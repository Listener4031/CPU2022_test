**/design/flow/config.mk**
```make
export PLATFORM = sky130hd
export DESIGN_NAME = InstFetcher
export DESIGN_NICKNAME = InstFetcher
export VERILOG_FILES = /design/flow/design.v
export SDC_FILE = /design/flow/constraint.sdc
export NUM_CORES = 4
export LEC_CHECK = 1
export CORE_UTILIZATION = 40
export SYNTH_MEMORY_MAX_BITS = 65536
```
**/design/flow/constraint.sdc**
```tcl
current_design InstFetcher

set clk_period 302.2
set clk_io_pct 0.2

create_clock -name clk0 -period $clk_period [get_ports {clk}]

set non_clock_inputs [all_inputs -no_clocks]
set_input_delay [expr $clk_period * $clk_io_pct] -clock clk0 $non_clock_inputs
set_output_delay [expr $clk_period * $clk_io_pct] -clock clk0 [all_outputs]
```
**/design/flow/design.v**
```verilog
module InstFetcher(
    input wire clk,
    input wire rst,
    input wire rdy,
    input wire MC_input_valid,
    input wire [32 - 1 : 0] MC_inst,
    output reg MC_need_fetch,                     
    output reg [32 - 1 : 0] MC_fetch_pc,
    input wire PDC_need_jump,
    input wire [32 - 1 : 0] PDC_predicted_imm,
    output reg [32 - 1 : 0] PDC_inst,
    output reg [32 - 1 : 0] PDC_inst_pc,
    input wire IQ_is_full,                           
    output reg IQ_output_valid,
    output reg [32 - 1 : 0] IQ_inst,
    output reg [32 - 1 : 0] IQ_inst_pc,
    output reg IQ_predicted_to_jump,
    output reg [32 - 1 : 0] IQ_predicted_pc,
    input wire ROB_roll_back_flag,
    input wire [32 - 1 : 0] ROB_roll_back_pc
);
reg [256 - 1 : 0] occupied_judger;
reg [22 - 1 : 0] tags[256 - 1 : 0];    
reg [32 - 1 : 0] insts[256 - 1 : 0];
reg [32 - 1 : 0] fetch_pc;
reg status;  
wire hit;
assign hit = (occupied_judger[fetch_pc[9 : 2]] == 1'b1 && tags[fetch_pc[9 : 2]] == fetch_pc[31 : 10]) ? 1'b1 : 1'b0;
always @(*) begin
    PDC_inst = (hit == 1'b1) ? insts[fetch_pc[9 : 2]] : MC_inst;
    PDC_inst_pc = fetch_pc;
end
integer i;
always @(posedge clk) begin
    if(rst == 1'b1) begin
        for(i = 0; i < 256; i = i + 1) begin
            occupied_judger[i] <= 1'b0;
            tags[i] <= {22{1'b0}};
            insts[i] <= {32{1'b0}};
        end
        fetch_pc <= 32'h0;
        status <= 1'b0;
        MC_need_fetch <= 1'b0;
        IQ_output_valid <= 1'b0;
    end
    else if(rdy == 1'b0) begin
    end
    else if(ROB_roll_back_flag == 1'b0) begin
        if(IQ_is_full == 1'b1) begin  
            MC_need_fetch <= 1'b0;
            IQ_output_valid <= 1'b0;
        end
        else begin                     
            if(status == 1'b0) begin   
                if(hit == 1'b1) begin
                    fetch_pc <= (PDC_need_jump == 1'b1) ? (fetch_pc + PDC_predicted_imm) : (fetch_pc + 32'h4);
                    MC_need_fetch <= 1'b0;
                    IQ_output_valid <= 1'b1;
                    IQ_inst <= insts[fetch_pc[9 : 2]];
                    IQ_inst_pc <= fetch_pc;
                    IQ_predicted_to_jump <= PDC_need_jump;
                    IQ_predicted_pc <= (PDC_need_jump == 1'b1) ? (fetch_pc + PDC_predicted_imm) : (fetch_pc + 32'h4);
                end
                else begin
                    status <= 1'b1;
                    MC_need_fetch <= 1'b1;
                    MC_fetch_pc <= fetch_pc;
                    IQ_output_valid <= 1'b0;
                end
            end
            else begin  
                if(MC_input_valid == 1'b1) begin
                    occupied_judger[fetch_pc[9 : 2]] <= 1'b1;
                    tags[fetch_pc[9 : 2]] <= fetch_pc[31 : 10];
                    insts[fetch_pc[9 : 2]] <= MC_inst;
                    fetch_pc <= (PDC_need_jump == 1'b1) ? (fetch_pc + PDC_predicted_imm) : (fetch_pc + 32'h4);
                    status <= 1'b0;
                    MC_need_fetch <= 1'b0;
                    IQ_output_valid <= 1'b1;
                    IQ_inst <= MC_inst;
                    IQ_inst_pc <= fetch_pc;
                    IQ_predicted_to_jump <= PDC_need_jump;
                    IQ_predicted_pc <= (PDC_need_jump == 1'b1) ? (fetch_pc + PDC_predicted_imm) : (fetch_pc + 32'h4);
                end
                else begin
                    MC_need_fetch <= 1'b0;
                    IQ_output_valid <= 1'b0;
                end 
            end
        end
    end
    else begin  
        fetch_pc <= ROB_roll_back_pc;
        status <= 1'b0;
        MC_need_fetch <= 1'b0;
        IQ_output_valid <= 1'b0;
    end
end
endmodule
```
**/design/flow/run.sh**
```bash
#!/bin/bash
# OpenROAD 26Q1-2900-gdf79404cd8, Yosys 0.63+post, stock flow scripts
make -C /OpenROAD-flow-scripts/flow DESIGN_CONFIG=/design/flow/config.mk WORK_HOME=/design/flow/orfs finish
```
==> metrics.yaml <==
synth_top_area_share_pct: 65.00
worstPathArrival_ns: 61.88
syn_area_um2: 644600
place_congestion: 1.033
violations: "antenna violations, max-capacitance violations, max-slew violations"
cts_hold_buf: 0
mostFrequentLayoutCell: "edfxtp_1"
wl_per_cell_um: 38.17
drt_wl_total_um: 2424000
yosysWarnings: 1
core_um2: 1608000
rows: 466
crit_type: "in2out"
worstPathRequired_ns: 241.76
top_cells_by_area: "edfxtp_1 65%, mux4_2 14%, and2_1 12%"
combinationalPowerShare_pct: 9.7
dp.cells: 59610
power_density_nw_per_um2: 6.199
ios: 298
grt_first_pass_wirelength_um: 3280000
dr.pass1.iters: 9
fmax_ghz: 0.008175
hold_viol_final: 0
ant_nets: 2
min_path_type: "reg2reg"
die_area_um2: 1617000
drt_iter0_markers: 26790
design_area_um2: 728100
cts_made_buffers: 1558
crit_start: "MC_inst[3]"
start_kind: "input port"
cts.sinks: 14250
power_frac_seq_pct: 49.8
clock-root-buffer: "clkbuf_16"
io_buffers: 297
ys_seq_share_pct: 65.93
worst_pin_slew_ns: 1.590
antenna_found_initial: 397
via_per_inst: 5.847
grt_max_degree: 128
die_w_um: 1271
drcViolationCount: 0
core_util_floorplan_pct: 40.08
crit_fanout: 68
cts_max_level: 7
peakVddDrop_uv: 5.135
area_delta_synth_final_pct: 12.96
setup_viol: 0
placed_area_um2: 677600
finalSetupTns_ns: 0
rsz0062_at_grt: "no"
overflow: 0
ys_cells: 40440
avgSynthCellArea_um2: 15.94
ctsLongestPathBuffers: 6
synth_top_flop_cell: "edfxtp_1"
reg2reg_to: "IQ_inst[6]$_DFFE_PP_"
endpoint_kind: "primary output"
p_leak_nw: 250.6
setup_ws_ns: 179.88
critPathCapture: "PDC_inst[3]"
cts.clk_slew.worst_paths_ns: 0.06
cts_tree: "yes"
ys_seq_elements: 14250
ys_types: 99
die_h_um: 1271
async_flop_share_pct: 0
cts_resized: 0
edf_count: 13950
track_usage_pct: 32.60
max_slew_margin_pct: -6.368
post-route-min-period_ns: 122.32
grt_pass1_vias: 396500
cts_setup_buffers: 0
rrSetupSlack_ns: 289.38
warning_count: 62
clk_latency_ns: 1.41
layout.cells.non_filler: 63500
finalClockSkew_ns: 0.1173
vias: 371300
p_sw_share_pct: 24.63
syn-instance-count: 40440
hpwl_um: 1528000
pre_cts_slack_ns: 179.94
internal_power_w: 0.003402
ys_area_um2: 644600
yosysTopAreaCell: "edfxtp_1"
reg2reg_depth: 23
status: "finished with violations"
drive_above_1_share_pct: 22.29
final_cell_mix: "13950 x edfxtp_1, 12310 x and2_1, 4106 x mux4_2"
cap_viol_max_count: 4
clkPwrFrac_pct: 40.5
period_used_pct: 40.48
final_max_slew_viol_count: 6
p_sw_w: 0.001112
==> final cells by class <==
cell class | count | area (um^2)
timing repair buffer | 2432 | 19710
clock buffer | 1931 | 41100
fill | 133200 | 879900
sequential | 14250 | 425100
antenna | 1153 | 2885
tap | 21290 | 26640
inverter | 27 | 188.9
multi-input combinational | 21610 | 205900
clock inverter | 802 | 6581
==> synth_stat cells, types with 42 or more instances <==
master	n
o22ai_1	115
xnor2_1	50
nand3_1	145
and2_1	12310
dfxtp_1	299
buf_1	115
nand4_1	45
nor2_1	688
o21ai_0	336
edfxtp_1	13950
nor3_1	1661
nor4_1	97
buf_2	339
a22oi_1	134
a21oi_1	386
clkbuf_1	3826
nor2b_1	42
nand2_1	386
a211oi_1	50
mux2_2	85
mux2i_1	350
buf_6	112
buf_4	114
mux4_2	4106
==> power by group through the flow <==
stage         registers [W]  logic, W  clock network, W
finish              0.00225  0.000438           0.00183
CTS                 0.00225  0.000423           0.00184
global route        0.00225  0.000443           0.00191
==> layer usage <==
layer	up-vias	wire [um]	global-route usage, %
met3	6280	509000	29.75
met2	31700	1062000	44.15
met1	182000	640900	30.67
met4	430	196200	20.48
li1	150800	-	-
met5	-	16310	10.36
==> registers in the layout, indices dropped and copies added, names as in the netlist, named ones only <==
signal,cells
IQ_predicted_pc,32
fetch_pc,32
IQ_predicted_to_jump,1
IQ_output_valid,1
status,1
IQ_inst,32
occupied_judger,256
insts,8192
MC_fetch_pc,32
IQ_inst_pc,32
tags,5632
MC_need_fetch,1
==> worst min-delay path by stage <==
stage,from,endpoint,slack (ns),cells past startpoint
CTS,occupied_judger[177]$_SDFFE_PP0P_,occupied_judger[177]$_SDFFE_PP0P_,0.47,2
global route,occupied_judger[84]$_SDFFE_PP0P_,occupied_judger[84]$_SDFFE_PP0P_,0.47,2
finish,occupied_judger[146]$_SDFFE_PP0P_,occupied_judger[146]$_SDFFE_PP0P_,0.46,2
==> cells by family (layout without fill, tap and decap cells) <==
group / count (synthesis) / after routing / share of synthesized area (%)
flip-flops: 14250 / 14250 / 65.93
other: 0 / 1153 / 0
AND-OR/OR-AND: 1343 / 1343 / 1.300
AND/OR/NAND/NOR: 15550 / 15550 / 14.35
adder cells (fa/ha/maj): 38 / 38 / 0.07493
buffers and inverters: 4574 / 5192 / 3.005
XOR/XNOR: 80 / 80 / 0.1087
multiplexers: 4601 / 4601 / 15.23
==> through the flow <==
step           util (%)  hold WS, ns  total power (W)
6_report          45.28       0.4614         0.004514
5_1_grt           45.23       0.4722         0.004609
4_1_cts           45.10       0.4661         0.004510
3_5_place_dp      42.13       0.4478         0.002709
3_3_place_gp      42.13       0.4465         0.002703
2_1_floorplan         -       0.4014         0.002496
==> critical path, cell delays in order <==
cell             delay [ns]
buf_8                  0.48
mux2_4                 0.36
clkdlybuf4s50_1        0.49
No activity file was given, so power comes from the tool's default toggle rates.
