===== /design/flow/design.v =====
module ReorderBuffer(
    input wire clk,
    input wire rst,
    input wire rdy,
    output reg IQ_ROB_is_full,
    input wire ID_input_valid,            
    input wire [32 - 1 : 0] ID_inst_pc,
    input wire [5 : 0] ID_OP_ID,
    input wire [4 : 0] ID_rd,
    input wire ID_predicted_to_jump,
    input wire [32 - 1 : 0] ID_predicted_pc,
    output reg ID_ROB_is_full,
    output reg [3 : 0] RS_ROB_id,          
    output reg RS_output_valid,
    output reg [4 : 0] RS_update_ROB_id,
    output reg [32 - 1 : 0] RS_value,
    output reg [3 : 0] LSB_ROB_id,          
    output reg LSB_output_valid,
    output reg [4 : 0] LSB_update_ROB_id,
    output reg [32 - 1 : 0] LSB_value,
    output reg LSB_head_store_to_launch,
    output reg [3 : 0] LSB_head_ROB_id,
    input wire ALU_RS_input_valid,
    input wire [3 : 0] ALU_RS_ROB_id,
    input wire [32 - 1 : 0] ALU_RS_value,
    input wire [32 - 1 : 0] ALU_RS_targeted_pc,
    input wire ALU_RS_jump_flag,                         
    input wire ALU_LS_input_valid,
    input wire [3 : 0] ALU_LS_ROB_id,
    input wire [32 - 1 : 0] ALU_LS_value,
    input wire [32 - 1 : 0] ALU_LS_addr,
    output reg [3 : 0] RF_ROB_id,          
    output reg RF_output_valid,
    output reg [4 : 0] RF_rd,
    output reg [32 - 1 : 0] RF_value,
    output reg MC_output_valid,
    output reg [5 : 0] MC_OP_ID,
    output reg [32 - 1 : 0] MC_value,
    output reg [32 - 1 : 0] MC_addr,
    output reg PDC_output_valid,
    output reg PDC_hit,
    output reg [32 - 1 : 0] PDC_inst_pc,
    output reg ALU_LS_roll_back_flag,
    output reg ALU_RS_roll_back_flag,
    output reg ID_roll_back_flag,
    output reg IF_roll_back_flag,
    output reg [32 - 1 : 0] IF_roll_back_pc,
    output reg IQ_roll_back_flag,
    output reg LSB_roll_back_flag,
    output reg MC_roll_back_flag,
    output reg RF_roll_back_flag,
    output reg RS_roll_back_flag
);
reg [4 : 0] siz; 
reg [3 : 0] head;  
reg [3 : 0] tail;  
reg [16 - 1 : 0] ready_judger;      
reg [5 : 0] OP_IDs[16 - 1 : 0];
reg [32 - 1 : 0] inst_pcs[16 - 1 : 0];
reg [4 : 0] rds[16 - 1 : 0];
reg [32 - 1 : 0] values[16 - 1 : 0];
reg [32 - 1 : 0] addrs[16 - 1 : 0];  
reg [32 - 1 : 0] predicted_pcs[16 - 1 : 0];  
reg [32 - 1 : 0] targeted_pcs[16 -1 : 0];
reg [1 : 0] roll_back_flag;
reg [32 - 1 : 0] roll_back_pc;
wire ROB_is_full;
assign ROB_is_full = (siz == 5'b10000 || (siz == 5'b01111 && ready_judger[head] == 1'b0)) ? 1'b1 : 1'b0;
wire ROB_full_warning;
assign ROB_full_warning = (siz == 5'b01111 && ready_judger[head] == 1'b0) ? 1'b1 : 1'b0;
wire [3 : 0] in_queue_pos;
assign in_queue_pos = (tail == 4'b1111) ? 4'b0000 : (tail + 4'b0001);
wire debug_launch;
assign debug_launch = (siz != 5'b00000 && ready_judger[head] == 1'b1) ? 1'b1 : 1'b0;
wire [5 : 0] debug_launch_OP_ID;
assign debug_launch_OP_ID = OP_IDs[head];
wire [32 - 1 : 0] debug_launch_inst_pc;
assign debug_launch_inst_pc = inst_pcs[head];
wire OP_ID_differentiator0;
assign OP_ID_differentiator0 = (OP_IDs[head] == 6'd0) ? 1'b1 : 1'b0;
wire OP_ID_differentiator1;
assign OP_ID_differentiator1 = (OP_IDs[head] == 6'd1 
                             || OP_IDs[head] == 6'd2) ? 1'b1 : 1'b0;
wire OP_ID_differentiator2;
assign OP_ID_differentiator2 = (OP_IDs[head] == 6'd3 
                             || OP_IDs[head] == 6'd4) ? 1'b1 : 1'b0;
wire OP_ID_differentiator3;
assign OP_ID_differentiator3 = (OP_IDs[head] == 6'd5 
                             || OP_IDs[head] == 6'd6 
                             || OP_IDs[head] == 6'd7 
                             || OP_IDs[head] == 6'd8 
                             || OP_IDs[head] == 6'd9 
                             || OP_IDs[head] == 6'd10) ? 1'b1 : 1'b0;
wire OP_ID_differentiator4;
assign OP_ID_differentiator4 = (OP_IDs[head] == 6'd11 
                             || OP_IDs[head] == 6'd12 
                             || OP_IDs[head] == 6'd13 
                             || OP_IDs[head] == 6'd14 
                             || OP_IDs[head] == 6'd15) ? 1'b1 : 1'b0;
wire OP_ID_differentiator5;
assign OP_ID_differentiator5 = (OP_IDs[head] == 6'd16 
                             || OP_IDs[head] == 6'd17 
                             || OP_IDs[head] == 6'd18) ? 1'b1 : 1'b0;
wire OP_ID_differentiator6;
assign OP_ID_differentiator6 = (OP_IDs[head] == 6'd19 
                             || OP_IDs[head] == 6'd20 
                             || OP_IDs[head] == 6'd21 
                             || OP_IDs[head] == 6'd22 
                             || OP_IDs[head] == 6'd23 
                             || OP_IDs[head] == 6'd24 
                             || OP_IDs[head] == 6'd25 
                             || OP_IDs[head] == 6'd26 
                             || OP_IDs[head] == 6'd27 
                             || OP_IDs[head] == 6'd28) ? 1'b1 : 1'b0;
wire OP_ID_differentiator7;
assign OP_ID_differentiator7 = (OP_IDs[head] == 6'd29 
                             || OP_IDs[head] == 6'd30 
                             || OP_IDs[head] == 6'd31 
                             || OP_IDs[head] == 6'd32 
                             || OP_IDs[head] == 6'd33 
                             || OP_IDs[head] == 6'd34 
                             || OP_IDs[head] == 6'd35 
                             || OP_IDs[head] == 6'd36 
                             || OP_IDs[head] == 6'd37) ? 1'b1 : 1'b0;
wire is_branch;
assign is_branch = (OP_IDs[head] == 6'd3 || OP_IDs[head] == 6'd4 || OP_IDs[head] == 6'd5 || OP_IDs[head] == 6'd6
                  || OP_IDs[head] == 6'd7 || OP_IDs[head] == 6'd8 || OP_IDs[head] == 6'd9 || OP_IDs[head] == 6'd10) ? 1'b1 : 1'b0;
always @(*) begin
    IQ_ROB_is_full = ROB_is_full;
    ID_ROB_is_full = ROB_is_full;
    LSB_head_store_to_launch = (siz != 5'b00000 && ready_judger[head] == 1'b1 && OP_ID_differentiator5 == 1'b1) ? 1'b1 : 1'b0;
    LSB_head_ROB_id = head;
end
integer i;
always @(posedge clk) begin
    if(rst == 1'b1) begin
        roll_back_flag <= 2'b00;
        siz <= 5'b00000;
        head <= 4'b0000;
        tail <= 4'b1111;
        for(i = 0; i < 16; i = i + 1) begin
            ready_judger[i] <= 1'b0;
        end
        RS_output_valid <= 1'b0;
        LSB_output_valid <= 1'b0;
        RF_output_valid <= 1'b0;
        MC_output_valid <= 1'b0;
        PDC_output_valid <= 1'b0;
        ALU_LS_roll_back_flag <= 1'b0;
        ALU_RS_roll_back_flag <= 1'b0;
        ID_roll_back_flag <= 1'b0;
        IF_roll_back_flag <= 1'b0;
        IQ_roll_back_flag <= 1'b0;
        LSB_roll_back_flag <= 1'b0;
        MC_roll_back_flag <= 1'b0;
        RF_roll_back_flag <= 1'b0;
        RS_roll_back_flag <= 1'b0;
    end
    else if(rdy == 1'b0) begin
    end
    else if(roll_back_flag == 2'b00) begin
        if(siz != 5'b00000 && ready_judger[head] == 1'b1) begin
            if(OP_IDs[head] == 6'd3) roll_back_flag <= 2'b00;
            else if(OP_IDs[head] == 6'd4) roll_back_flag <= 2'b01;
            else if(OP_IDs[head] == 6'd5 || OP_IDs[head] == 6'd6 || OP_IDs[head] == 6'd7 || OP_IDs[head] == 6'd8 || OP_IDs[head] == 6'd9 || OP_IDs[head] == 6'd10) begin
                if(targeted_pcs[head] == predicted_pcs[head]) roll_back_flag <= 2'b00;
                else roll_back_flag <= 2'b01;
            end
            else roll_back_flag <= 2'b00;
        end
        else roll_back_flag <= 2'b00;
        roll_back_pc <= targeted_pcs[head];
        ALU_LS_roll_back_flag <= 1'b0;
        ALU_RS_roll_back_flag <= 1'b0;
        ID_roll_back_flag <= 1'b0;
        IF_roll_back_flag <= 1'b0;
        IQ_roll_back_flag <= 1'b0;
        LSB_roll_back_flag <= 1'b0;
        MC_roll_back_flag <= 1'b0;
        RF_roll_back_flag <= 1'b0;
        RS_roll_back_flag <= 1'b0;
        if(ID_input_valid == 1'b1) begin
            if(siz != 5'b00000 && ready_judger[head] == 1'b1) siz <= siz;
            else siz <= siz + 5'b00001;
        end
        else begin
            if(siz != 5'b00000 && ready_judger[head] == 1'b1) siz <= siz - 5'b00001;
            else siz <= siz;
        end
        if(ID_input_valid == 1'b1) begin
            ready_judger[in_queue_pos] <= 1'b0;
            OP_IDs[in_queue_pos] <= ID_OP_ID;
            inst_pcs[in_queue_pos] <= ID_inst_pc;
            rds[in_queue_pos] <= ID_rd;
            if(ID_predicted_to_jump == 1'b1) predicted_pcs[in_queue_pos] <= ID_predicted_pc;
            else predicted_pcs[in_queue_pos] <= ID_inst_pc + 32'h4;
            tail <= in_queue_pos;
        end
        if(siz != 5'b00000 && ready_judger[head] == 1'b1) begin  
            head <= (head == 4'b1111) ? 4'b0000 : (head + 4'b0001);
            if(OP_ID_differentiator1 == 1'b1 
            || OP_ID_differentiator2 == 1'b1 
            || OP_ID_differentiator4 == 1'b1 
            || OP_ID_differentiator6 == 1'b1 
            || OP_ID_differentiator7 == 1'b1) begin
                RS_output_valid <= 1'b1;
                RS_update_ROB_id <= head;
                RS_value <= values[head];
                LSB_output_valid <= 1'b1;
                LSB_update_ROB_id <= head;
                LSB_value <= values[head];
                RF_output_valid <= 1'b1;
                RF_rd <= rds[head];
                RF_value <= values[head];
                MC_output_valid <= 1'b0;
            end
            else if(OP_ID_differentiator5 == 1'b1) begin  
                RS_output_valid <= 1'b0;
                LSB_output_valid <= 1'b0;
                RF_output_valid <= 1'b0;
                MC_output_valid <= 1'b1;
                MC_OP_ID <= OP_IDs[head];
                MC_value <= values[head];
                MC_addr <= addrs[head];
            end
            else begin  
                RS_output_valid <= 1'b0;
                LSB_output_valid <= 1'b0;
                RF_output_valid <= 1'b0;
                MC_output_valid <= 1'b0;
            end
            if(is_branch == 1'b1) begin
                PDC_output_valid <= 1'b1;
                PDC_inst_pc <= inst_pcs[head];
                PDC_hit <= (inst_pcs[head] + 32'h4 == targeted_pcs[head]) ? 1'b0 : 1'b1;
            end
            else begin
                PDC_output_valid <= 1'b0;
            end
            if(inst_pcs[head] == 32'h10a4 || inst_pcs[head] == 32'h11dc || inst_pcs[head] == 32'h120c || inst_pcs[head] == 32'h1238) begin
            end
        end
        else begin
            RS_output_valid <= 1'b0;
            LSB_output_valid <= 1'b0;
            RF_output_valid <= 1'b0;
            MC_output_valid <= 1'b0;
            PDC_output_valid <= 1'b0;
        end
        if(ALU_RS_input_valid == 1'b1) begin
            ready_judger[ALU_RS_ROB_id] <= 1'b1;
            values[ALU_RS_ROB_id] <= ALU_RS_value;
            targeted_pcs[ALU_RS_ROB_id] <= (ALU_RS_jump_flag == 1'b1) ? ALU_RS_targeted_pc : (inst_pcs[ALU_RS_ROB_id] + 32'h4);
        end
        if(ALU_LS_input_valid == 1'b1) begin
            ready_judger[ALU_LS_ROB_id] <= 1'b1;
            values[ALU_LS_ROB_id] <= ALU_LS_value;
            addrs[ALU_LS_ROB_id] <= ALU_LS_addr;
        end
    end
    else if(roll_back_flag == 2'b01) begin  
        roll_back_flag <= 2'b10;
        ALU_LS_roll_back_flag <= 1'b1;
        ALU_RS_roll_back_flag <= 1'b1;
        ID_roll_back_flag <= 1'b1;
        IF_roll_back_flag <= 1'b1;
        IF_roll_back_pc <= roll_back_pc;
        IQ_roll_back_flag <= 1'b1;
        LSB_roll_back_flag <= 1'b1;
        MC_roll_back_flag <= 1'b1;
        RF_roll_back_flag <= 1'b1;
        RS_roll_back_flag <= 1'b1;
    end
    else begin
        roll_back_flag <= 2'b00;
        siz <= 5'b00000;
        head <= 4'b0000;
        tail <= 4'b1111;
        for(i = 0; i < 16; i = i + 1) begin
            ready_judger[i] <= 1'b0;
        end
        ALU_LS_roll_back_flag <= 1'b0;
        ALU_RS_roll_back_flag <= 1'b0;
        ID_roll_back_flag <= 1'b0;
        IF_roll_back_flag <= 1'b0;
        IQ_roll_back_flag <= 1'b0;
        LSB_roll_back_flag <= 1'b0;
        MC_roll_back_flag <= 1'b0;
        RF_roll_back_flag <= 1'b0;
        RS_roll_back_flag <= 1'b0;
    end
end
always @(*) begin
    RS_ROB_id = in_queue_pos;
    LSB_ROB_id = in_queue_pos;
    RF_ROB_id = in_queue_pos;
end
endmodule

===== /design/flow/constraint.sdc =====
current_design ReorderBuffer

set clk_period 35.4
set clk_io_pct 0.2

create_clock -name clk0 -period $clk_period [get_ports {clk}]

set non_clock_inputs [all_inputs -no_clocks]
set_input_delay [expr $clk_period * $clk_io_pct] -clock clk0 $non_clock_inputs
set_output_delay [expr $clk_period * $clk_io_pct] -clock clk0 [all_outputs]

===== /design/flow/run.sh =====
#!/bin/bash
# OpenROAD 26Q1-2900-gdf79404cd8, Yosys 0.63+post, stock flow scripts
make -C /OpenROAD-flow-scripts/flow DESIGN_CONFIG=/design/flow/config.mk WORK_HOME=/design/flow/orfs finish

===== /design/flow/config.mk =====
export PLATFORM = sky130hd
export DESIGN_NAME = ReorderBuffer
export DESIGN_NICKNAME = ReorderBuffer
export VERILOG_FILES = /design/flow/design.v
export SDC_FILE = /design/flow/constraint.sdc
export NUM_CORES = 4
export LEC_CHECK = 1
export CORE_UTILIZATION = 40

==> flow_summary.ini <==
; implementation run metrics
[cells_and_area]
mostFrequentLayoutCell = edfxtp_1
final_area_sq_um = 147000
n_fill_cell = 25500
regArea_sq_um = 89200
logic_area_sq_um = 34900
syn_to_final_growth_pct = 16.4
final_cells = 11500
final_layout_size_suffix_gt1_share_pct = 29.2
layout_top_cells = 2944 x edfxtp_1, 949 x mux4_2, 718 x nand2_1

[placement]
placed_cells = 10900
portBuffers = 495
hpwl_mm = 219
gp_congestion = 0.922
dpl_cell_area_sq_um = 137000

[worst_setup_path]
reg2reg_to = roll_back_flag[2]$_DFF_P_
worst-path-max-fanout = 33
reg2reg_slack_ns = 28.20
cp_slowest_cell = dfxtp_4
cp-end-kind = primary output
worstPathArrival_ns = 5.29
path_cells = buf_4 -> buf_4 -> mux4_2 -> mux4_2 -> nor2_1 -> nand3_1 -> nor2_1 -> clkdlybuf4s50_1
critical_path_class = flip-flop to primary output
crit_path_start_kind = flip-flop
reg2reg_depth = 13
crit_required_ns = 28.32
cp_slowest_stage_delay_ns = 0.75

[routing]
detail-route-antenna-nets = 0
via_count = 65900
detail_route.wl_per_cell_um = 31.3
detail_route.iter0.violations = 4921
wirelength_mm = 360
drt_first_pass_iters = 6
vias_per_cell = 5.73
drc = 0

[yosys]
top_area_cell = edfxtp_1
synthTopCellsByArea = edfxtp_1 70%, mux4_2 17%, mux2_2 3.0%, nand2_1 2.2%, buf_4 0.76%
synth-async-reset-ratio_pct = 0
ys_warn_count = 1
synth.distinct_cells = 78
synth_cells = 6482
netlist_area_sq_um = 126000
top_cell_area_share_pct = 70.0
ys_cells = 6482
ys.flops = 2984
synth_area_per_cell_sq_um = 19.5
ys_seq_share_pct = 70.6
flop_cell = edfxtp_1
yosys_area_sq_um = 126000
synth-edff-count = 2944

[power]
internal-power_uw = 5930
comb_power_share_pct = 3.8
switching_share_pct = 21.3
p_per_area_nw_per_um2 = 51.3
ir_worst_vdd_mv = 0.0471
leakagePower_uw = 0.0457
p_sw_uw = 1600
p_seq_share_pct = 52.0
p_clk_share_pct = 44.2

[floorplanning]
core_sq_um = 315000
die-area_sq_um = 318000
dieHeight_um = 564
die_w_um = 564
initCoreUtil_pct = 40.2
boundaryPins = 498
rows = 206

[worst_hold_path]
min_path_type = flip-flop to flip-flop
min_to = IF_roll_back_pc[6]$_DFFE_PP_
worst_hold_path.num_cells = 0
min_from = roll_back_pc[6]$_DFFE_PP_

[sta]
worst_pin_slew_ns = 1.18
finalSetupTns_ns = 0
hold_viol = 0
clock.fmax_mhz = 80.8
min_period_over_period_pct = 34.9
min_period_ns = 12.37
final_max_slew_viol_count = 0
setup_viol = 0
rsz0062_at_grt = no
clock_skew_ns = 0.0879
slew_headroom_pct = 21.5

[clock_network]
clk_latency_ns = 0.94
cts_tree = yes
cts_made_buffers = 321
cts_hold_buf = 0
h-tree-depth = 5
cts.sinks = 2984
clkTransAtPathRegs_ns = 0.06
cts_buffer_depth = 4
postCtsSetupBuffers = 0
cts_resized = 0
root_buffer = clkbuf_16

[run_status]
status = finished, final reports clean

[global_route]
grt_max_degree = 96
antenna_found_initial = 59
overflow = 0
grt_pass1_vias = 71300
track_usage_pct = 25.0
grt_pass1_wl_mm = 509

[flow_run]
tool_warnings = 38
max-cap-violations = 0
-- worst max path at each step --
| stage | startpoint | end |
|---|---|---|
| CTS | flip-flop | LSB_head_store_to_launch |
| finish | flip-flop | LSB_head_store_to_launch |
| global route | flip-flop | LSB_head_store_to_launch |
-- metal layers --
metal	track usage [%]	share of wire (%)	up-vias
li1	-	-	27500
met1	28.3	30	33100
met2	35.9	46	4545
met3	20.7	19	698
met4	7.81	3.9	66
met5	1.04	0.18	-
-- flip-flops by register name (all words and copies together), names as in the netlist, 80 cells and up, named ones only --
register       count
addrs            512
inst_pcs         512
predicted_pcs    512
targeted_pcs     512
values           512
OP_IDs            96
rds               80
-- power by group through the flow --
stage	clock, uW	sequential [uW]	combinational (uW)
4_1_cts	3390	3920	284
5_1_grt	3510	3920	307
6_report	3330	3920	285
-- stage by stage --
step	power [uW]	setup WS, ns	util (%)	hold slack [ns]
floorplan	4140	23.46	-	0.400
global placement	4270	23.61	43.4	0.405
detailed placement	4280	23.44	43.4	0.405
CTS	7590	23.03	46.7	0.393
global route	7740	22.79	46.7	0.408
finish	7540	23.03	46.7	0.398
-- synthesized netlist by cell type (5+ instances only) --
library cell  number
and4_1             7
nor4_1            17
buf_4            128
nand4_1           20
o31ai_1            7
a31oi_1           11
a211oi_1          10
buf_6             17
nand2_1          726
or3_1              5
a22oi_1           50
buf_12             5
nor2_1           154
dfxtp_1           40
edfxtp_1        2944
or4_1              7
nor2b_1           24
mux2_2           339
o21ai_0           82
nand2b_1          19
a21oi_1           77
inv_1             32
and3_1            14
o22ai_1           28
nand3b_1           5
ha_1              22
a32oi_1            5
buf_8              7
nor3b_1            5
mux4_2           949
nor3_1            15
and2_1            16
a21o_1            11
buf_1             69
mux2i_1           86
clkbuf_1         208
or2_2              9
xor2_1            73
buf_2             70
nand3_1           48
xnor2_1           63
-- critical path: cells and delay by family (launching register included) --
kind	cells	cell delay, ns
buf+inv	3	1.82
mux	2	1.00
flops	1	0.75
simple gates	3	0.75
-- cell type report --
class | instances | area share, %
clock buffers | 370 | 5.59
flip-flops and latches | 2984 | 60.7
repair buffers | 756 | 4.75
inverters | 33 | 0.0944
diodes | 28 | 0.0476
clock inverters | 206 | 1.53
well taps | 4160 | 3.54
multi-input cells | 2961 | 23.8
-- kinds of logic after synthesis --
kind of cell | count (synthesis) | share of synthesized area [%]
flops | 2984 | 70.6
mux | 1375 | 20.6
simple gates | 1107 | 3.74
buf+inv | 538 | 2.28
compound gates | 318 | 1.58
xor+xnor | 136 | 0.943
fa+ha+maj | 23 | 0.234
other cells | 1 | 0.00297
Power is estimated from default activity; no workload was simulated.
