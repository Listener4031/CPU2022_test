--- flow/run.sh ---
#!/bin/bash
# OpenROAD 26Q1-2900-gdf79404cd8, Yosys 0.63+post, stock flow scripts
make -C /OpenROAD-flow-scripts/flow DESIGN_CONFIG=/design/flow/config.mk WORK_HOME=/design/flow/orfs finish
--- flow/config.mk ---
export PLATFORM = sky130hd
export DESIGN_NAME = InstQueue
export DESIGN_NICKNAME = InstQueue
export VERILOG_FILES = /design/flow/design.v
export SDC_FILE = /design/flow/constraint.sdc
export NUM_CORES = 4
export LEC_CHECK = 1
export CORE_UTILIZATION = 40
--- flow/constraint.sdc ---
current_design InstQueue

set clk_period 12.3
set clk_io_pct 0.2

create_clock -name clk0 -period $clk_period [get_ports {clk}]

set non_clock_inputs [all_inputs -no_clocks]
set_input_delay [expr $clk_period * $clk_io_pct] -clock clk0 $non_clock_inputs
set_output_delay [expr $clk_period * $clk_io_pct] -clock clk0 [all_outputs]
--- flow/design.v ---
module InstQueue(
    input wire clk,
    input wire rst,
    input wire rdy,
    input wire ROB_is_full,
    input wire RS_is_full,
    input wire LSB_is_full,
    output reg IF_IQ_is_full,                        
    input wire IF_input_valid,
    input wire [32 - 1 : 0] IF_inst,
    input wire [32 - 1 : 0] IF_inst_pc,
    input wire IF_predicted_to_jump,
    input wire [32 - 1 : 0] IF_predicted_pc,
    input wire ID_ready,
    output reg ID_output_valid,
    output reg [32 - 1 : 0] ID_inst,
    output reg [32 - 1 : 0] ID_inst_pc,
    output reg ID_predicted_to_jump,
    output reg [32 - 1 : 0] ID_predicted_pc,
    input wire ROB_roll_back_flag
);
wire [6 : 0] opcode;
assign opcode = insts[head][6 : 0];
wire is_LSB;
assign is_LSB = (opcode == 7'b0000011 || opcode == 7'b0100011) ? 1'b1 : 1'b0;
wire not_launch_inst;
assign not_launch_inst = (siz == 5'b00000 || ID_ready == 1'b0 || ROB_is_full == 1'b1 || (is_LSB == 1'b0 && RS_is_full == 1'b1) || (is_LSB == 1'b1 && LSB_is_full == 1'b1)) ? 1'b1 : 1'b0;
reg [4 : 0] siz;
reg [3 : 0] head;
reg [3 : 0] tail;
reg [32 - 1 : 0] insts[16 - 1 : 0];
reg [32 - 1 : 0] inst_pcs[16 - 1 : 0];
reg [16 - 1 : 0] predicted_jump_judger;
reg [32 - 1 : 0] predicted_pcs[16 - 1 : 0];
wire [3 : 0] in_queue_pos;
assign in_queue_pos = (tail == 4'b1111) ? 4'b0000 : (tail + 4'b0001);
wire IQ_is_full;
assign IQ_is_full = (siz == 5'b10000 || (siz == 5'b01111 && not_launch_inst == 1'b1));
always @(*) begin
    IF_IQ_is_full = IQ_is_full;
end
always @(posedge clk) begin
    if(rst == 1'b1) begin
        siz <= 5'b00000;
        head <= 4'b0000;
        tail <= 4'b1111;
        ID_output_valid <= 1'b0;
    end
    else if(rdy == 1'b0) begin
    end
    else if(ROB_roll_back_flag == 1'b0) begin
        if(not_launch_inst == 1'b1) begin
            if(IF_input_valid == 1'b1) siz <= siz + 5'b00001;
            else siz <= siz;
        end
        else begin
            if(IF_input_valid == 1'b1) siz <= siz;
            else siz <= siz - 5'b00001;
        end
        if(not_launch_inst == 1'b0) begin
            ID_output_valid <= 1'b1;
            ID_inst <= insts[head];
            ID_inst_pc <= inst_pcs[head];
            ID_predicted_to_jump <= predicted_jump_judger[head];
            ID_predicted_pc <= predicted_pcs[head];
            head <= (head == 4'b1111) ? 4'b0000 : (head + 4'b0001);
        end
        else begin
            ID_output_valid <= 1'b0;
        end
        if(IF_input_valid == 1'b1) begin
            insts[in_queue_pos] <= IF_inst;
            inst_pcs[in_queue_pos] <= IF_inst_pc;
            predicted_jump_judger[in_queue_pos] <= IF_predicted_to_jump;
            predicted_pcs[in_queue_pos] <= IF_predicted_pc;
            tail <= in_queue_pos;
        end
    end
    else begin
        siz <= 5'b00000;
        head <= 4'b0000;
        tail <= 4'b1111;
        ID_output_valid <= 1'b0;
    end
end
endmodule
==> impl_metrics.yaml <==
# flow metrics
outcome:
  status: "completed"
pwr:
  switchingPower_w: 0.002201
  powerDensity_mw_per_mm2: 156.2
  p_leak_nw: 21.89
  switching_share_pct: 19.33
  p_int_w: 0.009187
  clkPwrFrac_pct: 43.3
  peakVddDrop_uv: 117.1
  pwr-share-seq_pct: 55.0
  pwr-share-comb_pct: 1.7
clocking:
  cts_hold_buffers: 0
  clock.latency.late_pin_ns: 0.78
  cts_buffer_depth: 3
  cts_root_buf: "clkbuf_16"
  cts_tree: "built"
  htreeDepth: 4
  cts_resized: 0
  cts_buffers: 165
  clkSinkCount: 1667
  cts_setup_buffers: 0
  path_clk_slew_ns: 0.06
yosys:
  ys_types: 59
  ys_seq_share_pct: 79.64
  top_cell_area_share_pct: 79.06
  ys_top_cells_by_count: "1,649 x edfxtp_1, 470 x mux4_2, 76 x clkbuf_1, 36 x nor2_1, 35 x nand2_1"
  topCellsByArea: "edfxtp_1 79%, mux4_2 17%, dfxtp_1 0.58%"
  ys.flops: 1667
  edf_count: 1649
  ys_area_mm2: 0.06263
  ys_cells: 2504
  synth_cells: 2504
  async_flop_share_pct: 0
  ff_type: "edfxtp_1"
  yosys_warnings: 1
  yosys.area_share.adder_pct: 0.2317
  most_common_cell: "edfxtp_1"
  syn_area_per_cell_um2: 25.01
  yosysTopAreaCell: "edfxtp_1"
  syn-cell-area_mm2: 0.06263
  synthTopLogicFamily: "multiplexers"
  aoi_share_pct: 0.9030
  xor_area_share_pct: 0.09789
  synth.cellmix.simpleShare_pct: 0.8930
  synthMuxAreaShare_pct: 17.37
route:
  routed_wl_um: 138500
  antenna_left: 0
  drc: 0
  num_vias: 27700
  vias_per_cell: 5.528
  avgRoutedWirePerCell_um: 27.63
  antenna_cells: 0
  drt_iter0_drc: 1532
  drtPass1Iterations: 6
worst_setup_path:
  max_stage_delay_ns: 0.71
  cp-end-kind: "primary output"
  cp_data_required_time_ns: 9.84
  path_class: "flop to primary output"
  crit_buf_inv: 2
  reg2regPathDepth: 11
  cpMaxStageDelayCell: "dfxtp_4"
  worstPathCellList: "buf_4 -> mux4_2 -> and2_1 -> o21ai_0 -> o2111ai_1 -> o31ai_2 -> and2_1 -> nand3_1 -> mux2i_1 -> clkdlybuf4s50_1"
  cp.arrival_ns: 5.12
  critPathTopFamily: "buffers and inverters"
  cp_max_fo: 35
  cp_common_cell: "and2_1"
  start_kind: "flop"
  cp_num_cells: 10
floorplan:
  initial_core_util_pct: 40.47
  coreArea_mm2: 0.1548
  pin_count: 205
  die-area_mm2: 0.1582
  die_y_um: 397.7
  die_x_um: 397.7
  num_rows: 144
hold_path:
  holdPathStages: 2
  hold_class: "flop to flop"
layout:
  syn2layout_area_growth_pct: 16.38
  layout.area.seq_mm2: 0.04990
  fillers: 12100
  drive_gt1_share_pct: 27.66
  fin_area_mm2: 0.07289
  logic_area_mm2: 0.01233
  final_util_pct: 47.10
global_route:
  grt_pass1_wl_um: 205300
  use_met2_pct: 28.92
  grt_use_total_pct: 19.84
  met1_usage_pct: 23.55
  grt_busiest_layer: "met2"
  overflow: 0
  grt_max_degree: 76
  grt_pass1_vias: 31730
  antenna_found_initial: 18
  use_met3_pct: 16.80
job:
  warning_count: 31
  drv_cap: 0
timing:
  period_used_pct: 61.63
  fin_tns_setup_ns: 0
  setup_viol: 0
  finalClockSkew_ns: 0.02716
  fin_crit_ns: 7.580
  tightest_slew_ns: 1.015
  fmax_mhz: 131.9
  slew_violations: 0
  hold_viol: 0
  max-slew-margin-rel_pct: 32.17
  rsz0062_at_grt: "no"
placement:
  gp_congestion: 0.8376
  dp_hpwl_um: 73490
  portBuffers: 204
  post_dp_cell_area_mm2: 0.06755
==> power by group through the flow <==
stage / clock (W) / sequential (W) / combinational, W
finish: 0.00493 / 0.00626 / 0.000192
global route: 0.00526 / 0.00626 / 0.000211
CTS: 0.00505 / 0.00626 / 0.000194
==> registers in the layout (all words and copies together), names as in the netlist, named ones only <==
| name | cells |
|---|---|
| ID_inst | 32 |
| siz | 5 |
| inst_pcs | 512 |
| ID_predicted_pc | 32 |
| insts | 512 |
| ID_output_valid | 1 |
| tail | 4 |
| predicted_pcs | 512 |
| predicted_jump_judger | 16 |
| ID_inst_pc | 32 |
| ID_predicted_to_jump | 1 |
| head | 4 |
==> kinds of logic after synthesis <==
| kind of cell | Yosys count |
|---|---|
| adders and majority gates | 11 |
| muxes | 495 |
| and+or+nand+nor | 117 |
| xor gates and xnor gates | 7 |
| AOI/OAI and AO/OA | 77 |
| buffers and inverters | 130 |
| DFF | 1667 |
==> layout make-up <==
cell class              instances  area share, %
repair buffers                280          3.722
clock inverters               105          1.408
clock buffers                 196          5.912
inverters                      13        0.07381
flip-flops and latches       1667          68.46
multi-input cells             707          16.92
well taps                    2044          3.509
==> worst reg2reg max path, cell delays in order (launching register included) <==
cell and delay (ns):
dfxtp_4 0.71, buf_4 0.68, mux4_2 0.61, and2_1 0.17, o21ai_0 0.21, o2111ai_1 0.30, or4_4 0.64, and2_1 0.29
nor3_2 0.19, buf_4 0.49, buf_4 0.69, buf_4 0.63
==> per-stage QoR <==
stage | std cells | setup WS (ns) | power, W | hold WS, ns
2_1_floorplan | 2504 | 1.360 | 0.006445 | 0.4844
6_report | 5012 | 4.720 | 0.01139 | 0.5455
4_1_cts | 5012 | 4.548 | 0.01151 | 0.5463
3_3_place_gp | 4711 | 4.933 | 0.006563 | 0.5171
5_1_grt | 5012 | 4.286 | 0.01173 | 0.5775
3_5_place_dp | 4711 | 4.955 | 0.006574 | 0.5362
==> final timing paths <==
path,from,to,slack [ns]
min,siz[2],siz[2],0.55
max,flop,IF_IQ_is_full,4.72
min reg2reg,siz[2],siz[2],0.55
max reg2reg,flop,ID_inst[11],6.18
==> per-layer routing <==
| metal | wire [um] | up-vias |
|---|---|---|
| met1 | 44350 | 13860 |
| li1 | - | 11590 |
| met2 | 66190 | 2012 |
| met3 | 25100 | 227 |
| met4 | 2739 | 22 |
| met5 | 118 | - |
==> placed cells by master (no fill, tap or decap), drive strengths merged, types with 10 or more instances in the layout <==
master,n
edfxtp,1649
mux4,472
clkdlybuf4s50,204
clkbuf,196
buf,76
clkinv,73
nor2,36
nand2,35
inv,22
dfxtp,18
bufinv,17
mux2i,16
o21ai,16
a22o,13
ha,10
Power is estimated from default activity; no workload was simulated.
